## design/flow/run.sh

```bash
#!/bin/bash
# OpenROAD 26Q1-2900-gdf79404cd8, Yosys 0.63+post, stock flow scripts
make -C /OpenROAD-flow-scripts/flow DESIGN_CONFIG=/design/flow/config.mk WORK_HOME=/design/flow/orfs finish
```

## design/flow/config.mk

```make
export PLATFORM = sky130hd
export DESIGN_NAME = ff_array
export DESIGN_NICKNAME = ff_array
export VERILOG_FILES = /design/flow/design.v
export SDC_FILE = /design/flow/constraint.sdc
export NUM_CORES = 4
export LEC_CHECK = 1
export CORE_AREA = 10 10 106 106
export DIE_AREA = 0 0 116 116
```

## design/flow/constraint.sdc

```tcl
current_design ff_array

set clk_period 2.1
set clk_io_pct 0.2

create_clock -name clk0 -period $clk_period [get_ports {clk0}]

set non_clock_inputs [all_inputs -no_clocks]
set_input_delay [expr $clk_period * $clk_io_pct] -clock clk0 $non_clock_inputs
set_output_delay [expr $clk_period * $clk_io_pct] -clock clk0 [all_outputs]
```

## design/flow/design.v

```verilog
interface banked_mem_itf(
    input   bit         clk,
    input   bit         rst
);
    logic   [31:0]      addr;
    logic               read;
    logic               write;
    logic   [63:0]      wdata;
    logic               ready;
    logic   [31:0]      raddr;
    logic   [63:0]      rdata;
    logic               rvalid;
    bit                 error = 1'b0;
    modport dut (
        input           clk,
        input           rst,
        output          addr,
        output          read,
        output          write,
        output          wdata,
        input           ready,
        input           raddr,
        input           rdata,
        input           rvalid
    );
    modport mem (
        input           clk,
        input           rst,
        input           addr,
        input           read,
        input           write,
        input           wdata,
        output          ready,
        output          rdata,
        output          raddr,
        output          rvalid,
        output          error
    );
    modport mon (
        input           clk,
        input           rst,
        input           addr,
        input           read,
        input           write,
        input           wdata,
        input           ready,
        input           rdata,
        input           raddr,
        input           rvalid,
        input           error
    );
endinterface
interface mem_itf(
    input   bit         clk,
    input   bit         rst
);
    logic   [31:0]      addr;
    logic   [3:0]       rmask;
    logic   [3:0]       wmask;
    logic   [31:0]      rdata;
    logic   [31:0]      wdata;
    logic               resp;
    bit                 error = 1'b0;
    modport dut (
        input           clk,
        input           rst,
        output          addr,
        output          rmask,
        output          wmask,
        input           rdata,
        output          wdata,
        input           resp
    );
    modport mem (
        input           clk,
        input           rst,
        input           addr,
        input           rmask,
        input           wmask,
        output          rdata,
        input           wdata,
        output          resp,
        output          error
    );
    modport mon (
        input           clk,
        input           rst,
        input           addr,
        input           rmask,
        input           wmask,
        input           rdata,
        input           wdata,
        input           resp,
        output          error
    );
endinterface
interface mon_itf(
    input   bit             clk,
    input   bit             rst
);
            logic           valid [8];
            logic   [63:0]  order [8];
            logic   [31:0]  inst [8];
            logic           halt [8];
            logic   [4:0]   rs1_addr [8];
            logic   [4:0]   rs2_addr [8];
            logic   [31:0]  rs1_rdata [8];
            logic   [31:0]  rs2_rdata [8];
            logic   [4:0]   rd_addr [8];
            logic   [31:0]  rd_wdata [8];
            logic   [31:0]  pc_rdata [8];
            logic   [31:0]  pc_wdata [8];
            logic   [31:0]  mem_addr [8];
            logic   [3:0]   mem_rmask [8];
            logic   [3:0]   mem_wmask [8];
            logic   [31:0]  mem_rdata [8];
            logic   [31:0]  mem_wdata [8];
            bit             error = 1'b0;
endinterface
package rv32i_types;
    localparam int PR_WIDTH = 6;                                         
    localparam int ROB_WIDTH = 3;                                        
    localparam int RS_WIDTH = 3;                                         
    localparam int PHYS_REG_NUM = 2**PR_WIDTH;                           
    localparam int RAT_NUM = 32;
    localparam int RRF_NUM = 32;
    localparam int RS_NUM = 2**RS_WIDTH;                                 
    localparam int ROB_NUM = 2**ROB_WIDTH;                               
    localparam logic [RS_WIDTH:0] RS_NUM_LOGIC = 2**RS_WIDTH;       
    localparam logic [ROB_WIDTH:0] ROB_NUM_LOGIC = 2**ROB_WIDTH; 
    localparam logic [ROB_WIDTH-1:0] ROB_IDX_LOGIC = 2**ROB_WIDTH;    
    localparam logic [PR_WIDTH-1:0] PR_NUM_LOGIC = 2**PR_WIDTH;
    localparam int GHR_WIDTH = 32;
    localparam int WEIGHTS_WIDTH = 8;
    localparam int P_TABLE_SIZE = 256;
    typedef enum logic [6:0] {
        op_b_lui    = 7'b0110111,  
        op_b_auipc  = 7'b0010111,  
        op_b_jal    = 7'b1101111,  
        op_b_jalr   = 7'b1100111,  
        op_b_br     = 7'b1100011,  
        op_b_load   = 7'b0000011,  
        op_b_store  = 7'b0100011,  
        op_b_imm    = 7'b0010011,  
        op_b_reg    = 7'b0110011   
    } rv32i_op_b_t;
    typedef enum bit [2:0] {
        mul     = 3'b000,
        mulh    = 3'b001,
        mulhsu  = 3'b010,
        mulhu   = 3'b011, 
        div     = 3'b100,
        divu    = 3'b101, 
        rem     = 3'b110, 
        remu    = 3'b111
    } M_ext_funct3_t;
    typedef enum bit [2:0] {
        beq  = 3'b000,
        bne  = 3'b001,
        blt  = 3'b100,
        bge  = 3'b101,
        bltu = 3'b110,
        bgeu = 3'b111
    } branch_funct3_t;
    typedef enum bit [2:0] {
        lb  = 3'b000,
        lh  = 3'b001,
        lw  = 3'b010,
        lbu = 3'b100,
        lhu = 3'b101
    } load_funct3_t;
    typedef enum bit [2:0] {
        sb = 3'b000,
        sh = 3'b001,
        sw = 3'b010
    } store_funct3_t;
    typedef enum bit [2:0] {
        alu_add = 3'b000,
        alu_sll = 3'b001,
        alu_sra = 3'b010,
        alu_sub = 3'b011,
        alu_xor = 3'b100,
        alu_srl = 3'b101,
        alu_or  = 3'b110,
        alu_and = 3'b111
    } alu_ops;
    typedef enum bit [2:0] {
        add  = 3'b000,  
        sll  = 3'b001,
        slt  = 3'b010,
        sltu = 3'b011,
        axor = 3'b100,
        sr   = 3'b101,  
        aor  = 3'b110,
        aand = 3'b111
    } arith_funct3_t;
    typedef struct packed {
        logic                       valid;
        logic   [31:0]              inst;
        logic   [4:0]               rs1_addr;
        logic   [4:0]               rs2_addr;
        logic   [31:0]              rs1_rdata;
        logic   [31:0]              rs2_rdata;
        logic   [4:0]               rd_addr;
        logic   [31:0]              rd_wdata;
        logic   [31:0]              pc_rdata, pc_wdata;
        logic   [31:0]              mem_addr;
        logic   [3:0]               mem_rmask, mem_wmask;
        logic   [31:0]              mem_rdata, mem_wdata;
    } RVFI;
    typedef struct packed {
        logic   [31:0]  pc;
        logic   [31:0]  pc_next;
        logic   [31:0]  out_inst;
        logic           prediction;
    } if_id_stage_reg_t;
    typedef struct packed {
        logic   [31:0]  pc;
        logic   [31:0]  pc_next;
        logic           valid;
        logic   [31:0]  inst;
        logic           decoded;
        logic   [6:0]   opcode;
        logic   [6:0]   funct7;
        logic   [2:0]   funct3;
        logic   [3:0]   mem_rmask;
        logic   [3:0]   mem_wmask;
        logic           RegWrite;
        logic           MemtoReg;
        logic   [4:0]   rs1_addr;
        logic   [4:0]   rs2_addr;
        logic   [4:0]   rd;
        logic   [31:0]  imm_gen;
        logic           prediction;
        logic   [1:0]   reservation_choice;
        RVFI            rvfi_sig;
    } id_ex_stage_reg_t;
    typedef struct packed {
        logic                   cdb_valid;
        logic   [ROB_WIDTH-1:0] rob;
        logic   [4:0]           arch_reg;
        logic   [PR_WIDTH-1:0]  phys_reg;
        logic   [31:0]          data;            
        logic   [31:0]          ps1_rdata;
        logic   [31:0]          ps2_rdata;
        logic                   is_store;
        logic                   is_branch;
        logic                   is_jalr;
        logic   [31:0]          branch_imm;
        logic   [31:0]          mem_addr;
        logic   [31:0]          mem_wdata;
        logic   [31:0]          mem_rdata;
        logic   [3:0]           mem_rmask;
        logic   [3:0]           mem_wmask;
    } cdb_t;
    typedef struct packed {
        logic                   rob_valid;   
        logic   [ROB_WIDTH-1:0] idx;         
        logic   [PR_WIDTH-1:0]  pReg;        
        logic   [4:0]           archReg;     
        logic                   br;          
        logic   [31:0]          br_imm;      
        logic   [31:0]          pc;          
        logic                   st;          
        logic                   jmp;         
        logic                   prediction;  
        logic                   is_branch;
        RVFI                    rvfi_sig;
    } ROBEntry_t;
    typedef struct packed {
        logic                       valid;                   
        logic   [31:0]              imm_gen;                 
        logic   [6:0]               opcode;                  
        logic   [3:0]               Op;                      
        logic   [PR_WIDTH-1:0]      prs1;                    
        logic   [PR_WIDTH-1:0]      prs2;                    
        logic                       prs1Ready;               
        logic                       prs2Ready;               
        logic   [PR_WIDTH-1:0]      pDest;                   
        logic   [4:0]               archDest;                
        logic   [ROB_WIDTH-1:0]     Wrob;                    
    } ReservationEntry_t;
    typedef struct packed {
        logic                       ls_valid;                
        logic                       operation;               
        logic   [PR_WIDTH-1:0]      addr;                    
        logic                       addrReady;               
        logic   [PR_WIDTH-1:0]      data;                    
        logic                       dataReady;               
        logic   [31:0]              offset;                  
        logic   [PR_WIDTH-1:0]      pDest;                   
        logic   [4:0]               archDest;                
        logic   [ROB_WIDTH-1:0]     Wrob;                    
        logic                       inProgress;              
        logic                       commit;                  
        logic   [2:0]               funct3;                  
    } loadStoreReservationEntry_t;
endpackage
module ff_array #(
            parameter               S_INDEX     = 4,
            parameter               WIDTH       = 1
)(
    input   logic                   clk0,
    input   logic                   rst0,
    input   logic                   csb0,
    input   logic                   web0,
    input   logic   [S_INDEX-1:0]   addr0,
    input   logic   [WIDTH-1:0]     din0,
    output  logic   [WIDTH-1:0]     dout0
);
            localparam              NUM_SETS    = 2**S_INDEX;
            logic                   web0_reg;
            logic   [S_INDEX-1:0]   addr0_reg;
            logic   [WIDTH-1:0]     din0_reg;
            logic   [WIDTH-1:0]     internal_array [NUM_SETS];
    always_ff @(posedge clk0) begin
        if (rst0) begin
            web0_reg  <= 1'b0;
            addr0_reg <= 'x;
            din0_reg  <= 'x;
        end else begin
            if (!csb0) begin
                web0_reg  <= web0;
                addr0_reg <= addr0;
                din0_reg  <= din0;
            end
        end
    end
    always_ff @(posedge clk0) begin
        if (rst0) begin
            for (int i = 0; i < NUM_SETS; i++) begin
                internal_array[i] <= '0;
            end
        end else begin
            if (!web0_reg) begin
                internal_array[addr0_reg] <= din0_reg;
            end
        end
    end
    always_comb begin
        dout0 = internal_array[addr0_reg];
    end
endmodule : ff_array
```

==> run summary <==
Asr flop ratio synth - 0%
Number of remaining DRC errors - 0
Setup bufs post-CTS - 0
Final ANT Viol Nets - 0
Worst slack, placed - 0.04863 ns
Min Tclk post-route - 1.980 ns
Worst R2R Start - addr0_reg[1]$_DFFE_PN_
Die Y - 116 um
Layout overhead on the synthesized area - 26.69%
H-tree levels - 1
Cts bufs inserted - 3
Wire per inst - 11.59 um
Worst setup EP type - output port
Hold Path Class - reg -> reg
Die ar. - 13,460 um^2
CP Launch Type - flop
Worst path max stage delay - 0.49 ns
Int Pwr - 0.9139 mW
XOR Share, Synth - 0%
Syn Std Cell Area - 1219 um^2
Maxcap violations - 0
Combinational share of power - 11.3%
Slew headroom - 74.41%
Total core area - 8848 um^2
GP Congestion - 0.8449
CTS tree - built
Synth top cell by count - edfxtp_1
Port bufs - 9
GR Overflow Total - 0
Cell type with the largest total area - edfxtp_1
Count of library flops with an enable pin - 21
Outcome - completed
Synth unique cells - 20
Final setup vio count - 0
OpenROAD warning count - 25
CP most frequent cell - mux2i_1
Worst vdd ir - 0.4620 mV
Post-DP HPWL - 1889 um
CP Cell Sequence - mux4_2 > mux2i_1 > mux2i_1 > clkdlybuf4s15_1
Yosys chip area - 1219 um^2
Initial antenna violation count - 0
Final hold violation count - 0
CP required - 1.68 ns
Top cells, area - edfxtp_1 (52%), mux4_1 (8.6%), dfxtp_1 (8.2%)
Synth warn - 1
Flop area - 734.5 um^2
Die width - 116 um
Layout Utilization - 17.45%
Max Root-Sink Buffers - 2
Adder share - 0%
Switching part of the total - 21.10%
Fillers - 972
GR Util All Layers - 4.042%
Peak Freq - 505.0 MHz
Min-delay src - web0_reg$_SDFFE_PP0N_
Tcrit/Tclk final - 94.29%
Logic family by area - multiplexers
Share of total power in the clock network - 35.6%
First-pass GRT wire length - 4181 um
Seq cells post-synth - 26
Compound Share, Synth - 9.856%
Vias/cell - 3.477
Arr. time, crit path - 1.56 ns
Slowest stage cell, crit path - mux4_2
Final Skew - 0.001276 ns
Setup slack after layout - 0.1198 ns
Late-Pin Clk Latency - 0.27 ns
Root Driver - clkbuf_8
# diodes - 0
Largest net degree at the start of global routing - 16
P per Cell Area - 750.2 nW/um^2
CP Class - reg -> out
Synth Area in Simple Gates - 13.55%
Dominant cell area share - 51.75%
Mux share - 15.61%
Reg power frac - 53.1%
Avg Cell Area, Syn - 13.10 um^2
Sequential area share after synthesis - 59.96%
DRT Wirelength - 2527 um
Clock transition at path regs - 0.09 ns
Prevailing post-synth register cell - edfxtp_1
Sinks on the clock net - 26
Router iterations before antenna repair - 4
Hold Buf Count CTS - 0
FP Core Util - 13.77%
Final total power - 1.158 mW
Setup TNS - 0 ns
Vias - 758
Num ports - 10
Share of layout cells above drive strength 1 - 18.18%
Gate Count Post-Synth - 93
Row cnt - 34
Worst slew pin tran - 0.3839 ns
CP Max Fanout - 4
Vias in the first global route - 808
Cells in synth_stat.txt - 93
Max-slew violations - 0
RSZ-0062 raised after global routing - false
Net Sw Power - 0.2444 mW
P_leak - 0.5782 nW
DR iter-0 viols - 25
Synth cell count leaders - edfxtp_1 (21), nor2_1 (19), a21o_1 (12)
Logic area - 460.4 um^2
-- final cells by class --
type | instances | share of cell area [%]
tap | 108 | 8.752
timing repair buffer | 16 | 9.238
sequential | 26 | 47.57
clock buffer | 3 | 2.674
multi-input combinational | 64 | 29.82
clock inverter | 1 | 1.945
-- worst max-delay path: cells and delay by family, from the launching register on --
family / cells / cell delay [ns]
buffers and inverters: 1 / 0.17
DFF: 1 / 0.39
muxes: 3 / 0.73
-- power by group through the flow --
stage     registers (mW)  clock network (mW)  logic, mW
4_1_cts            0.616               0.423      0.129
5_1_grt            0.621               0.445      0.145
6_report           0.615               0.413      0.131
-- worst paths after layout --
check,end,slack [ns],cells after the start
worst min-delay path,web0_reg$_SDFFE_PP0N_,0.59,2
worst max register to register,internal_array[5]$_SDFFCE_PN0P_,0.65,3
worst max-delay path,dout0[0],0.12,4
worst min register to register,web0_reg$_SDFFE_PP0N_,0.59,2
-- cell usage in the layout, fill, tap and decap left out, drive strengths merged --
master / n
mux2: 4
clkdlybuf4s50: 8
nand2b: 2
clkdlybuf4s15: 1
clkbuf: 3
and3: 1
nor4: 1
dfxtp: 5
nor2b: 2
buf: 7
a21o: 12
edfxtp: 21
nor4b: 1
bufinv: 1
nand2: 5
nand3: 2
nor3: 1
nor2: 19
o21bai: 4
mux2i: 4
nand3b: 1
mux4: 4
and2: 1
-- metal layers --
metal | share of wire [%] | track usage, % | vias up
met4 | 0.75 | 0.2502 | 0
met1 | 50 | 5.474 | 348
met2 | 39 | 5.802 | 30
li1 | - | - | 378
met3 | 9.4 | 2.302 | 2
met5 | 0 | 0 | -
-- per-stage QoR --
stage	instance area (um^2)	hold WS [ns]	instances
after floorplan	1219	0.5189	93
after global placement	1484	0.5789	214
after detailed placement	1484	0.5852	214
after CTS	1543	0.6012	218
after global routing	1544	0.6638	218
final	1544	0.5939	218
-- cell families after synthesis --
group,after synthesis
muxes,12
DFF,26
buffers and inverters,3
AOI/OAI and AO/OA,16
and+or+nand+nor,36
-- what timing repair did --
action                                  in CTS  in global routing
gates resized                                7                  1
gates cloned                                 0                  0
endpoints found under the setup margin       1                  1
No activity file was given, so power comes from the tool's default toggle rates.
